==> /design/flow/design.v <==
module dmem(
    input logic clk, we,
    input logic[31:0] a,wd,
    output logic[31:0] rd
);
    logic [31:0] RAM[63:0];
    assign rd = RAM[a[31:2]]; 
    always_ff@(posedge clk)
    if (we) RAM[a[31:2]]<= wd;
endmodule
==> /design/flow/run.sh <==
#!/bin/bash
# OpenROAD 26Q1-2900-gdf79404cd8, Yosys 0.63+post, stock flow scripts
make -C /OpenROAD-flow-scripts/flow DESIGN_CONFIG=/design/flow/config.mk WORK_HOME=/design/flow/orfs finish
==> /design/flow/config.mk <==
export PLATFORM = sky130hd
export DESIGN_NAME = dmem
export DESIGN_NICKNAME = dmem
export VERILOG_FILES = /design/flow/design.v
export SDC_FILE = /design/flow/constraint.sdc
export NUM_CORES = 4
export LEC_CHECK = 1
export CORE_UTILIZATION = 50
==> /design/flow/constraint.sdc <==
current_design dmem

set clk_period 53.6
set clk_io_pct 0.2

create_clock -name clk0 -period $clk_period [get_ports {clk}]

set non_clock_inputs [all_inputs -no_clocks]
set_input_delay [expr $clk_period * $clk_io_pct] -clock clk0 $non_clock_inputs
set_output_delay [expr $clk_period * $clk_io_pct] -clock clk0 [all_outputs]
==> summary.txt <==
Figures from the flow reports.

Drt:
- In this run, the number of DRC markers left after iteration 0 of detailed routing was 2562.
- Wires add up to 217.5 mm.
- The script logs the mean routed wire length per placed instance as 32.88 microns.
- The routed layout has 41830 vias.
- The run puts the count of unresolved DRC violations after routing at 0.
- The run gives the count of nets left with antenna violations after detail routing as 0.
- The first detailed-routing pass ran for 5 iterations.
- In the routed layout, each cell is associated on average with a via count of 6.322.

Synthesis:
- Yosys attributes the largest share of cell area to sky130_fd_sc_hd__edfxtp_1 79%, sky130_fd_sc_hd__mux2i_1 3.3%, sky130_fd_sc_hd__mux4_2 2.8%, sky130_fd_sc_hd__mux2_2 2.1%, sky130_fd_sc_hd__a221oi_1 2.0%.
- The run gives the most numerous cell in the Yosys netlist as sky130_fd_sc_hd__edfxtp_1.
- The run puts the flip-flop and latch count after synthesis at 2048.
- Synthesis produced 4207 cells.
- The run puts the number of cells in Yosys stat at 4207.
- The commonest register cell is sky130_fd_sc_hd__edfxtp_1.
- Looking at area per cell type in the netlist, the leader is sky130_fd_sc_hd__edfxtp_1.
- The run puts the number of distinct library cells after synthesis at 55.
- For reference, the post-synthesis area per instance comes to 18.61 sq um.
- The run gives the chip area in the Yosys report as 78290 sq um.
- The run puts the number of synthesis warnings at 1.
- For reference, the top cells by count after synthesis are 2048 x sky130_fd_sc_hd__edfxtp_1, 259 x sky130_fd_sc_hd__mux2i_1, 188 x sky130_fd_sc_hd__a22oi_1, 175 x sky130_fd_sc_hd__a221oi_1, 168 x sky130_fd_sc_hd__clkbuf_1.
- Summing every instance area after synthesis gives 78290 sq um.
- The run gives the number of flops mapped to enable cells by yosys as 2048.
- Of the post-synthesis cell area, the dominant cell type holds 0.7856.
- The run gives the share of flip-flops with an asynchronous set or reset after synthesis as 0.
- The run puts the share of the yosys chip area belonging to registers at 0.7856.

Floorplan:
- The chip occupies 158200 sq um.
- The run gives the core area as 154800 sq um.
- The run puts the die outline height at 397.7 microns.
- The run gives the number of core rows as 144.
- For this configuration, the core starts out at a cell density of 0.5058.
- For this design the top-level I/O count stands at 98.
- Per the OpenROAD floorplan log, the width of the die is 397.7 microns.

Timing:
- Of the available clock period, the critical path in the final layout requires 0.4995.
- The run gives the worst slew margin relative to its limit as 0.3039.
- The run gives the number of endpoints failing setup at the final stage as 0.
- The run gives the transition time at the pin with the least slew margin as 1.018 ns.
- The run gives the highest clock frequency the design can meet as 37.35 MHz.
- The run puts the final count of pins violating max slew at 0.
- Setup repair after global routing left no endpoint under its margin.
- Hold-check failures listed in the final report amount to 0.
- The run puts the worst setup margin at 26.83 ns.
- For the final routed database, the setup TNS stands at 0 ns.
- The worst path in the final design needs a cycle of 26.77 ns, including I/O delays and setup.

Critical path:
- The critical path maximum fanout is 91.
- The run gives the critical path class as input port to primary output.
- The run gives the required time reported for the critical path endpoint as 42.88 ns.
- The run gives the element type at the critical path end as a primary output.
- The worst setup path is launched from an input port.
- The run puts the arrival time at the worst endpoint at 16.05 ns.

Clock network:
- The run puts the number of clock buffers inserted by TritonCTS at 203.
- The clock H-tree reported by CTS has 4 levels.
- TritonCTS built the clock tree.
- The run gives the maximum number of buffers from clock root to sink as 3.
- The run gives the post-CTS clock slew at the launch and capture registers of the worst setup and hold paths as 0.06 ns.
- Once the clock tree was built, the setup fixing pass inserted 0 buffers.
- The clock drives 2048 sinks.
- The run puts the number of gates resized after cts at 0.
- The run puts the post-cts hold-fix buffer tally at 0.
- The run gives the root buffer cell as sky130_fd_sc_hd__clkbuf_16.

Job:
- The run puts the number of logged tool warnings at 52.
- Max-cap violations in this run came to 0.

Global routing:
- The run puts the residual overflow from global routing at 0.
- The run puts the global-route wire length before repair at 309.8 mm.
- The via count of the first global-routing pass came to 43430.
- The number of antenna violations at the first check in global routing came to 22.
- The run gives the maximum number of pins on one net before global-route repair as 92.
- Summed over all routing layers, the global router reports a total usage of 0.3126.

Place:
- The run gives the setup slack at placement as 26.83 ns.
- The run gives the number of buffers inserted by port buffering as 71.
- The run puts the cell area reported after detailed placement at 82220 sq um.
- The run gives the detailed placer's ending HPWL as 122.3 mm.
- After its last routability iteration, the placer logged a weighted congestion of 0.9332.

Final layout:
- The run puts the flip-flop count of the largest register, all copies and words added at 2048.
- Once layout is done, the placed cells without fillers occupy 88580 sq um.
- The run gives the filler cell count as 11270.
- Per the layout area report, the register area comes to 61500 sq um.
- Leaving out buffers and inverters, the combinational logic in the layout accounts for 16100 sq um.
- The run puts the share of final-layout standard cells stronger than drive strength 1 at 0.1810.
- The run puts the relative area change from synthesis to final layout at 13.14%.

Worst hold path:
- The most critical min-delay path falls under input port to flip-flop.
- The worst hold path terminates at RAM[12][25]$_DFFE_PP_.
- The worst hold path begins at wd[25].
- The run gives the depth of the worst hold-timing path as 1.

Pwr:
- Per the power-grid run, VDD falls by no more than 31.92 uV.
- The run puts the reported leakage power at 28.31 nW.
- The report lists the power per cell area as 37.41 nW/um^2.

Run status:
- The flow ran to the end, and the final reports show no timing, DRC or antenna violations.
-- cell usage in the layout, fill, tap and decap left out, types with 14 or more instances in the layout --
master / synthesis / final
sky130_fd_sc_hd__a221oi_1: 175 / 175
sky130_fd_sc_hd__o22a_1: 70 / 70
sky130_fd_sc_hd__clkinv_2: 0 / 23
sky130_fd_sc_hd__a22oi_1: 188 / 188
sky130_fd_sc_hd__nand3_1: 54 / 53
sky130_fd_sc_hd__clkinv_1: 0 / 58
sky130_fd_sc_hd__mux4_2: 96 / 96
sky130_fd_sc_hd__nor2_4: 0 / 67
sky130_fd_sc_hd__nand2b_1: 18 / 15
sky130_fd_sc_hd__edfxtp_1: 2048 / 2048
sky130_fd_sc_hd__a211oi_1: 17 / 17
sky130_fd_sc_hd__nor2_1: 145 / 77
sky130_fd_sc_hd__a222oi_1: 16 / 16
sky130_fd_sc_hd__nor3_1: 22 / 19
sky130_fd_sc_hd__diode_2: 0 / 24
sky130_fd_sc_hd__a221o_1: 15 / 15
sky130_fd_sc_hd__clkbuf_16: 0 / 208
sky130_fd_sc_hd__clkbuf_1: 168 / 61
sky130_fd_sc_hd__a31oi_1: 43 / 43
sky130_fd_sc_hd__o2bb2ai_1: 15 / 15
sky130_fd_sc_hd__and3_1: 85 / 85
sky130_fd_sc_hd__buf_4: 8 / 193
sky130_fd_sc_hd__nor4_1: 14 / 14
sky130_fd_sc_hd__buf_2: 83 / 32
sky130_fd_sc_hd__nand2_1: 28 / 27
sky130_fd_sc_hd__o22ai_1: 93 / 93
sky130_fd_sc_hd__or4b_1: 14 / 14
sky130_fd_sc_hd__mux2_2: 147 / 147
sky130_fd_sc_hd__mux2i_1: 259 / 259
sky130_fd_sc_hd__a22o_1: 66 / 66
sky130_fd_sc_hd__or4_1: 15 / 15
sky130_fd_sc_hd__a21oi_1: 121 / 121
sky130_fd_sc_hd__clkdlybuf4s50_1: 0 / 36
sky130_fd_sc_hd__o21ai_0: 84 / 84
-- area by class of cell --
cell class / instances / area share
diodes: 24 / 0.0006780
clock buffers: 269 / 0.06135
clock inverters: 104 / 0.009704
inverters: 2 / 0.0001695
multi-input cells: 1859 / 0.1817
flip-flops and latches: 2048 / 0.6943
well taps: 2044 / 0.02887
repair buffers: 266 / 0.02319
-- per-layer routing --
metal / up-vias / global-route usage / part of all wire
met4: 38 / 0.08359 / 0.035
met2: 2506 / 0.4311 / 0.45
met1: 20910 / 0.4195 / 0.33
met3: 417 / 0.2328 / 0.17
met5: - / 0.02875 / 0.0023
li1: 17950 / - / -
-- metrics by stage --
step | power (mW) | cells | util | hold slack (ns)
after floorplan | 1.895 | 4207 | - | 10.82
after global routing | 3.405 | 6600 | 0.5720 | 10.11
after CTS | 3.331 | 6592 | 0.5719 | 10.09
after detailed placement | 1.996 | 6219 | 0.5313 | 10.95
final | 3.313 | 6616 | 0.5723 | 10.14
after global placement | 1.994 | 6219 | 0.5313 | 10.95
-- kinds of logic after synthesis --
logic type / Yosys count / share of synthesized area
flip-flops: 2048 / 0.7856
buffers and inverters: 300 / 0.01696
AND-OR/OR-AND: 933 / 0.08733
multiplexers: 502 / 0.08188
AND/OR/NAND/NOR: 424 / 0.02829
-- power breakdown --
group | switching, mW | total, mW | internal [mW]
Sequential | 0.00216 | 1.78 | 1.77
Combinational | 0.131 | 0.188 | 0.0566
Clock | 0.586 | 1.35 | 0.764
Total | 0.719 | 3.31 | 2.59
-- how the worst max path moves through the flow --
stage	from	endpoint	slack (ns)	depth (start not counted)
6_report	a[4]	rd[1]	26.83	12
5_1_grt	a[4]	rd[1]	26.57	12
4_1_cts	a[4]	rd[1]	26.80	12
-- critical path, cell delays in order --
cell and delay, ns:
sky130_fd_sc_hd__buf_8 0.31, sky130_fd_sc_hd__buf_4 0.63, sky130_fd_sc_hd__buf_4 0.68, sky130_fd_sc_hd__buf_12 0.54
sky130_fd_sc_hd__or2_2 0.62, sky130_fd_sc_hd__buf_4 0.54, sky130_fd_sc_hd__o22ai_1 0.12, sky130_fd_sc_hd__a21oi_1 0.21
sky130_fd_sc_hd__o21a_1 0.26, sky130_fd_sc_hd__o221ai_1 0.12, sky130_fd_sc_hd__or4_1 0.65, sky130_fd_sc_hd__clkdlybuf4s50_1 0.50
Power is estimated from default activity; no workload was simulated.
